$ cat /design/flow/run.sh
#!/bin/bash
# OpenROAD 26Q1-2900-gdf79404cd8, Yosys 0.63+post, stock flow scripts
make -C /OpenROAD-flow-scripts/flow DESIGN_CONFIG=/design/flow/config.mk WORK_HOME=/design/flow/orfs finish
$ cat /design/flow/design.v
module Main #(
  parameter SENSORS = 1,
  parameter BITWIDTH = 32
) (
  input clk,
  input rst,
  input spi_clk,  
  input spi_in,
  output spi_out,
  input spi_sn,
  input sensor_signals
);
  wire [2*SENSORS*BITWIDTH-1:0] data;  
  wire sensor_done;
  wire ack;
  wire [15:0] spi_data_out;
  wire [15:0] spi_data_in;
  wire spi_chip_select;
  wire spi_read;
  wire spi_write;
  wire spi_tx_ready;
  wire spi_rx_ready;
  wire spi_rx_error;
  wire spi_tx_error;
  wire spi_cpol;
  wire spi_cpha;
  wire spi_lsb_first;
  wire spi_tx_ack;
  wire spi_tx_no_ack;
  assign spi_chip_select = 0;
  assign spi_cpol = 0;
  assign spi_cpha = 0;
  assign spi_lsb_first = 0;
  SensorController
    #(.BITWIDTH(BITWIDTH), .SENSORS(SENSORS))
  s1(
    .clk(clk),
    .rst(rst),
    .data(data),
    .sensor_signals(sensor_signals),
    .sensor_done(sensor_done),
    .ack(ack)
  );
  MessagingController
    #(.BITWIDTH(BITWIDTH), .SENSORS(SENSORS))
  m1(
    .clk(clk),
    .rst(rst),
    .data(data),
    .ack(ack),
    .data_ready(sensor_done),
    .write(spi_write),
    .read(spi_read),
    .spi_in(spi_data_in),
    .spi_out(spi_data_out),
    .spi_tx_ready(spi_tx_ready),
    .spi_rx_ready(spi_rx_ready)
  );
  Spi_Slave spi1(
    .clk(clk),
    .rst(rst),
    .spi_clk(spi_clk),
    .write(spi_write),
    .write_ready(spi_tx_ready),
    .write_data(spi_data_out),
    .read_ready(spi_rx_ready),
    .read_data(spi_data_in),
    .mosi(spi_in),
    .miso(spi_out),
    .ssn(spi_sn)
  );
endmodule
module MessagingController #(
  parameter SENSORS = 1,
  parameter BITWIDTH = 32
) (
  input clk,
  input rst,
  input [(2*SENSORS)*(BITWIDTH) - 1:0] data,
  input data_ready,
  output ack,
  output write,
  output read,
  input [15:0] spi_in,
  output [15:0] spi_out,
  input spi_tx_ready,
  input spi_rx_ready
);
  reg writing;
  reg read_reg;
  reg [2:0] index;
  assign write = writing;
  assign read = read_reg;
  wire [15:0] mapped_data[(BITWIDTH * SENSORS * 2 / 16 - 1):0];
  generate
    genvar i;
    for(i = 0; i < BITWIDTH * SENSORS * 2 / 16; i++) begin
      assign mapped_data[i] = data[(i+1) * 16 - 1:i * 16];
    end
  endgenerate
  reg [15:0] data_out;
  assign spi_out = data_out;
  reg ack_reg;
  assign ack = ack_reg;
  always @ (posedge clk, negedge rst) begin
    if(rst == 1'b0) begin
      writing <= 0;
      index <= 0;
      ack_reg <= 0;
      data_out <= 0;
      read_reg <= 0;
    end else begin
      if(spi_tx_ready && data_ready) begin
        if(index < (BITWIDTH * SENSORS * 2 / 16)) begin
          data_out <= 16'b1010101010101010;  
          index <= index + 1;
          writing <= 1;
        end else begin
          ack_reg <= 1;
          index <= 0;
          writing <= 0;
        end
      end else begin
        if(index >= (BITWIDTH * SENSORS * 2 / 16)) begin
          index <= 0;
          ack_reg <= 1;
        end else begin
          ack_reg <= 0;
        end
        writing <= 0;
        ack_reg <= 0;
      end
    end
  end
endmodule
module SensorController #(
  parameter SENSORS = 1,
  parameter BITWIDTH = 32
) (
  input clk,
  input rst,
  output [(2*SENSORS)*(BITWIDTH) - 1:0] data,
  input sensor_signals,
  output sensor_done,
  input ack
);
  genvar i;
  reg [(BITWIDTH - 1):0] data_buffer[(SENSORS * 2 - 1):0];
  for(i = 0; i < SENSORS * 2; i++) begin
    assign data[(i+1) * BITWIDTH - 1:i * BITWIDTH] = data_buffer[i];
  end
  assign sensor_done = 1;
  always @ (posedge clk, negedge rst) begin
    if(rst == 1'b0) begin
      data_buffer[0] <= 0;
      data_buffer[1] <= 0;
    end else begin
      if(ack == 1) begin
        data_buffer[0] <= data_buffer[0] + 1;
        data_buffer[1] <=  {data_buffer[1][30:0],sensor_signals};
      end
    end
  end
endmodule
module Spi_Slave (
  input clk,
  input rst,
  input spi_clk,
  input write,
  output write_ready,
  input [15:0] write_data,
  output read_ready,
  output [15:0] read_data,
  input mosi,
  output miso,
  input ssn
);
  reg [3:0] index;
  reg writing;
  reg [15:0] saved_data;
  assign write_ready = !writing;
  reg in_progress, done;
  assign miso = saved_data[index];
  always @ (posedge clk, negedge rst) begin
    if(!rst) begin
      writing <= 0;
      saved_data <= 0;
    end else begin
      if(ssn && write && !writing) begin
        writing <= 1;
        saved_data <= write_data;
      end
      if(!ssn) begin
        in_progress <= 1;
      end
      if(ssn && in_progress) begin
        writing <= 0;
      end
    end
  end
  always @ (negedge spi_clk, negedge rst) begin
    if(!rst) begin
      index <= 0;
    end else begin
      index <= index + 1;
    end
  end
endmodule
$ cat /design/flow/config.mk
export PLATFORM = sky130hd
export DESIGN_NAME = Main
export DESIGN_NICKNAME = Main
export VERILOG_FILES = /design/flow/design.v
export SDC_FILE = /design/flow/constraint.sdc
export NUM_CORES = 4
export LEC_CHECK = 1
export CORE_AREA = 10 10 73 73
export DIE_AREA = 0 0 83 83
$ cat /design/flow/constraint.sdc
current_design Main

set clk_period 1.4
set clk_io_pct 0.2

create_clock -name clk0 -period $clk_period [get_ports {clk}]
create_clock -name clk1 -period $clk_period [get_ports {spi_clk}]

set non_clock_inputs [all_inputs -no_clocks]
set_input_delay [expr $clk_period * $clk_io_pct] -clock clk0 $non_clock_inputs
set_output_delay [expr $clk_period * $clk_io_pct] -clock clk0 [all_outputs]
==> flow_summary.toml <==
# yosys + openroad results
[die]
die_w_microns = 83
die_h_microns = 83
num_rows = 22
ios = 7
chipArea_sq_um = 6890
fp_util = 0.0819
core_sq_um = 3740

[power]
peakVddDrop_mv = 0.340
power_density_nw_per_um2 = 1160
p_leak_nw = 0.176

[worst_setup_path]
crit_required_ps = 1120
crit_path_end_kind = "output port"
crit_arrival_ps = 1280
crit_path_start_kind = "flop"
crit_fanout = 2
path_class = "reg -> out"

[cts]
cts_buffer_depth = 2
cts_root_buffer = "clkbuf_8"
clk_pin_slew_ps = 40
cts_tree = "built"
htree_levels = 1
numCtsBuffers = 3
hold_buffers = 0

[synthesis]
yosys_area_sq_um = 307
ys_ff = 8
netlist_instances = 21
yosysWarnings = 4
synth.avg_cell_area_sq_um = 14.6
postSynthSeqShare = 0.653
syn-cell-area_sq_um = 307
ys_cells = 21
ys_types = 12

[worst_hold_path]
min_path_type = "in -> async"

[detailed_routing]
insertedDiodeCount = 0
drc = 0
drt_pass1_iterations = 2
antenna_left = 0
wl_microns = 516
wl_per_cell_microns = 6.62
drt-vias-per-instance = 2.22
via_count = 173
drt_iter0_markers = 7

[global_routing]
grt_max_degree = 8
grt_overflow = 0
grt_pass1_vias = 191
antenna_found_initial = 0
grt_util_all_layers = 0.0158
grt_pass1_wl_microns = 862

[finish]
logic_area_sq_um = 103
final_layout_top_logic_cells = "7 x dfrtp_1, 3 x nor2_1, 3 x clkbuf_8"
nFillCells = 431
final_layout_size_suffix_gt1_frac = 0.300
ff_latch_area_sq_um = 200
area_delta_synth_final_pct = 47.3
fin_util = 0.121
final_common_cell = "dfrtp_1"
stdcell_count = 78

[timing]
setup_tns_ps = -156
maxSlewHeadroom = 0.874
finalSetupViolCount = 1
rsz0062_at_grt = "yes"
skew_ps = 1.37
finalHoldViolCount = 0
slew_viol_final = 0
fin_ws_ps = -156
tightest_slew_ps = 190

[place]
dp.cells = 73
placement.io_buffers = 3
dp_hpwl_microns = 359
gp_congestion = 0.692
dpl_worst_slack_ps = -547

[flow_run]
cap_violations = 0
openroad.warnings = 32

[outcome]
status = "finished with violations"
violations = "negative setup slack"
-- synth_stat cells --
master | n | share of area
dfrtp_1 | 7 | 0.57
nor2_1 | 3 | 0.037
and2_1 | 2 | 0.041
dfrtn_1 | 1 | 0.082
ha_1 | 1 | 0.041
inv_1 | 1 | 0.012
mux2_4 | 1 | 0.049
mux2i_1 | 1 | 0.033
nand3b_4 | 1 | 0.065
nor2b_1 | 1 | 0.020
or2_2 | 1 | 0.020
xor2_1 | 1 | 0.029
-- worst paths after layout --
check,start,end,slack [ps],depth (start not counted)
min in group clk0,m1.index[2],m1.index[1],470,1
min in group clk1,spi1.index[0],spi1.index[0],420,2
setup reg to reg,spi1.writing,spi1.saved_data[1],380,2
hold reg to reg,spi1.index[0],spi1.index[0],420,2
max in group asynchronous,rst,spi1.index[0],220,1
setup / recovery,spi1.index[0],spi_out,-160,2
max in group clk1,spi1.index[0],spi1.index[0],740,2
hold / removal,rst,m1.writing,380,2
-- through the flow --
stage	power [mW]	cell area (sq um)	hold slack, ps
2_1_floorplan	0.239	307	-15.6
3_3_place_gp	0.251	404	299
3_5_place_dp	0.252	404	306
4_1_cts	0.533	444	310
5_1_grt	0.550	452	401
6_report	0.524	452	379
-- routing by layer --
metal,part of all wire,wire (microns),global-route usage,vias to the layer above
met1,0.56,290,0.0198,82
met2,0.31,161,0.0168,7
met4,0,0,0.00154,0
met5,0,0,0,-
li1,-,-,-,84
met3,0.12,63,0.0187,0
-- registers in the layout (all words and copies together), names as in the netlist --
signal	count
spi1.saved_data	1
spi1.writing	1
m1.data_out	1
spi1.index	1
m1.index	3
m1.writing	1
-- power by group --
part           total, mW  internal [mW]  leakage (nW)     switching [mW]
sequential         0.233          0.233        0.0880  0.000000000000122
clock              0.275          0.196        0.0228             0.0789
combinational     0.0160        0.00907        0.0652            0.00694
-- critical path, stage by stage (launching register included) --
cell     delay [ps]
dfrtn_1         380
and2_1          110
buf_2            90
-- layout make-up --
class / instances / area share
well taps: 48 / 0.133
inverters: 1 / 0.00831
clock buffers: 4 / 0.0997
repair buffers: 5 / 0.0886
multi-input cells: 12 / 0.227
flip-flops and latches: 8 / 0.443
-- timing repair --
| item | in CTS | in global routing |
|---|---|---|
| setup endpoints to repair | 1 | 1 |
| setup buffers | 0 | 1 |
| pin swaps | 1 | 1 |
| resized | 3 | 0 |
-- kinds of logic after synthesis --
logic type | synth area share
muxes | 0.0816
xor gates and xnor gates | 0.0286
buffers and inverters | 0.0122
DFF | 0.653
and+or+nand+nor | 0.184
adders and majority gates | 0.0408
Power figures rest on the tool's default switching activity, not on a simulated workload.
